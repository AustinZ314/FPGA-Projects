[config.mk]
export PLATFORM = sky130hd
export DESIGN_NAME = top
export DESIGN_NICKNAME = top
export VERILOG_FILES = /design/flow/design.v
export SDC_FILE = /design/flow/constraint.sdc
export NUM_CORES = 4
export LEC_CHECK = 1
export CORE_UTILIZATION = 30
[constraint.sdc]
current_design top

set clk_period 3.7
set clk_io_pct 0.2

create_clock -name clk0 -period $clk_period [get_ports {clk}]

set non_clock_inputs [all_inputs -no_clocks]
set_input_delay [expr $clk_period * $clk_io_pct] -clock clk0 $non_clock_inputs
set_output_delay [expr $clk_period * $clk_io_pct] -clock clk0 [all_outputs]
[design.v]
`timescale 1ns / 1ps
module debounce(
    input clk,       
    input btn_in,
    output btn_out
    );
    reg r1, r2, r3;
    always @(posedge clk) begin
        r1 <= btn_in;
        r2 <= r1;
        r3 <= r2;
    end
    assign btn_out = r3;
endmodule
`timescale 1ns / 1ps
module pixel_gen(
    input clk,  
    input reset,    
    input up,
    input down,
    input video_on,
    input [9:0] x,
    input [9:0] y,
    output reg [11:0] rgb
    );
    parameter X_MAX = 639;
    parameter Y_MAX = 479;
    wire refresh_tick;
    assign refresh_tick = ((y == 481) && (x == 0)) ? 1 : 0;  
    parameter X_WALL_L = 32;    
    parameter X_WALL_R = 39;     
    parameter X_PAD_L = 600;
    parameter X_PAD_R = 603;     
    wire [9:0] y_pad_t, y_pad_b;
    parameter PAD_HEIGHT = 72;   
    reg [9:0] y_pad_reg, y_pad_next;
    parameter PAD_VELOCITY = 3;
    parameter BALL_SIZE = 8;
    wire [9:0] x_ball_l, x_ball_r;
    wire [9:0] y_ball_t, y_ball_b;
    reg [9:0] y_ball_reg, x_ball_reg;
    wire [9:0] y_ball_next, x_ball_next;
    reg [9:0] x_delta_reg, x_delta_next;
    reg [9:0] y_delta_reg, y_delta_next;
    parameter BALL_VELOCITY_POS = 2;
    parameter BALL_VELOCITY_NEG = -2;
    wire [2:0] rom_addr, rom_col;    
    reg [7:0] rom_data;              
    wire rom_bit;                    
    always @(posedge clk or negedge reset)
        if(~reset) begin
            y_pad_reg <= 0;
            x_ball_reg <= 0;
            y_ball_reg <= 0;
            x_delta_reg <= 10'h002;
            y_delta_reg <= 10'h002;
        end
        else begin
            y_pad_reg <= y_pad_next;
            x_ball_reg <= x_ball_next;
            y_ball_reg <= y_ball_next;
            x_delta_reg <= x_delta_next;
            y_delta_reg <= y_delta_next;
        end
    always @ (*)
        case(rom_addr)
            3'b000 :    rom_data = 8'b00111100;  
            3'b001 :    rom_data = 8'b01111110;  
            3'b010 :    rom_data = 8'b11111111;  
            3'b011 :    rom_data = 8'b11111111;  
            3'b100 :    rom_data = 8'b11111111;  
            3'b101 :    rom_data = 8'b11111111;  
            3'b110 :    rom_data = 8'b01111110;  
            3'b111 :    rom_data = 8'b00111100;  
        endcase
    wire wall_on, pad_on, sq_ball_on, ball_on;
    wire [11:0] wall_rgb, pad_rgb, ball_rgb, bg_rgb;
    assign wall_on = ((X_WALL_L <= x) && (x <= X_WALL_R)) ? 1 : 0;
    assign wall_rgb = 12'hFFF;
    assign pad_rgb = 12'hAAA;
    assign ball_rgb = 12'hFFF;
    assign bg_rgb = 12'h111;
    assign y_pad_t = y_pad_reg;                              
    assign y_pad_b = y_pad_t + PAD_HEIGHT - 1;               
    assign pad_on = (X_PAD_L <= x) && (x <= X_PAD_R) &&      
                    (y_pad_t <= y) && (y <= y_pad_b);
    always @ (*) begin
        y_pad_next = y_pad_reg;
        if(refresh_tick)
            if(~up & (y_pad_t > PAD_VELOCITY))
                y_pad_next = y_pad_reg - PAD_VELOCITY;   
            else if(~down & (y_pad_b < (Y_MAX - PAD_VELOCITY)))
                y_pad_next = y_pad_reg + PAD_VELOCITY;   
    end
    assign x_ball_l = x_ball_reg;
    assign y_ball_t = y_ball_reg;
    assign x_ball_r = x_ball_l + BALL_SIZE - 1;
    assign y_ball_b = y_ball_t + BALL_SIZE - 1;
    assign sq_ball_on = (x_ball_l <= x) && (x <= x_ball_r) &&
                        (y_ball_t <= y) && (y <= y_ball_b);
    assign rom_addr = y[2:0] - y_ball_t[2:0];    
    assign rom_col = x[2:0] - x_ball_l[2:0];     
    assign rom_bit = rom_data[rom_col];          
    assign ball_on = sq_ball_on & rom_bit;       
    assign x_ball_next = (refresh_tick) ? x_ball_reg + x_delta_reg : x_ball_reg;
    assign y_ball_next = (refresh_tick) ? y_ball_reg + y_delta_reg : y_ball_reg;
    always @ (*) begin
        x_delta_next = x_delta_reg;
        y_delta_next = y_delta_reg;
        if(y_ball_t < 1)                                             
            y_delta_next = BALL_VELOCITY_POS;
        else if(y_ball_b > Y_MAX)                                    
            y_delta_next = BALL_VELOCITY_NEG;
        else if(x_ball_l <= X_WALL_R)                                
            x_delta_next = BALL_VELOCITY_POS;
        else if((X_PAD_L <= x_ball_r) && (x_ball_r <= X_PAD_R) &&
                (y_pad_t <= y_ball_b) && (y_ball_t <= y_pad_b))      
            x_delta_next = BALL_VELOCITY_NEG;
    end                    
    always @ (*)
        if(~video_on)
            rgb = 12'h000;      		 
        else
            if(wall_on)
                rgb = wall_rgb;      
            else if(pad_on)
                rgb = pad_rgb;       
            else if(ball_on)
                rgb = ball_rgb;      
            else
                rgb = bg_rgb;        
endmodule
`timescale 1ns / 1ps
module top(
    input clk,
    input reset,
    input up,
    input down,
    output hsync,
    output vsync,
    output [11:0] rgb
    );
    wire w_reset, w_up, w_down, w_vid_on, w_p_tick;
    wire [9:0] w_x, w_y;
    reg [11:0] rgb_reg;
    wire [11:0] rgb_next;
    vga_controller vga(.clk(clk), .reset(w_reset), .video_on(w_vid_on),
                       .hsync(hsync), .vsync(vsync), .p_tick(w_p_tick), .x(w_x), .y(w_y));
    pixel_gen pg(.clk(clk), .reset(w_reset), .up(w_up), .down(w_down), 
                 .video_on(w_vid_on), .x(w_x), .y(w_y), .rgb(rgb_next));
    debounce dbR(.clk(clk), .btn_in(reset), .btn_out(w_reset));
    debounce dbU(.clk(clk), .btn_in(up), .btn_out(w_up));
    debounce dbD(.clk(clk), .btn_in(down), .btn_out(w_down));
    always @(posedge clk)
        if(w_p_tick)
            rgb_reg <= rgb_next;
    assign rgb = rgb_reg;
endmodule
 `timescale 1ns / 1ps
module vga_controller(
	input clk,
	input reset,
	output video_on,	 
	output hsync,		 
	output vsync, 		 
	output p_tick,		 
	output [9:0] x,	 
	output [9:0] y		 
	);
	parameter HD = 640; 								 
	parameter HF = 16;								 
	parameter HB = 48;								 
	parameter HR = 96;								 
	parameter HMAX = HD + HF + HB + HR - 1;	 
   parameter VD = 480;             				 
   parameter VF = 10;              				 
   parameter VB = 33;              				 
   parameter VR = 2;               				 
   parameter VMAX = VD + VF + VB + VR - 1;	 
	reg r_25MHz = 0;
	always @ (posedge clk or negedge reset)
		if(~reset)
		  r_25MHz <= 0;
		else
		  r_25MHz <= ~r_25MHz;
   reg [9:0] h_count_reg, h_count_next;
   reg [9:0] v_count_reg, v_count_next;
   reg v_sync_reg, h_sync_reg;
   wire v_sync_next, h_sync_next;
   always @(posedge clk or negedge reset)
       if(~reset)
		 begin
           v_count_reg <= 0;
           h_count_reg <= 0;
           v_sync_reg  <= 1'b0;
           h_sync_reg  <= 1'b0;
       end
       else
		 begin
           v_count_reg <= v_count_next;
           h_count_reg <= h_count_next;
           v_sync_reg  <= v_sync_next;
           h_sync_reg  <= h_sync_next;
       end
    always @(posedge r_25MHz or negedge reset)      
       if(~reset)
           h_count_next = 0;
       else
           if(h_count_reg == HMAX)                  
               h_count_next = 0;
           else
               h_count_next = h_count_reg + 1;         
   always @(posedge r_25MHz or negedge reset)
       if(~reset)
           v_count_next = 0;
       else
           if(h_count_reg == HMAX)                  
               if((v_count_reg == VMAX))            
                   v_count_next = 0;
               else
                   v_count_next = v_count_reg + 1;
   assign h_sync_next = ((h_count_reg >= (HD+HB)) && (h_count_reg <= (HD+HB+HR-1)));
   assign v_sync_next = ((v_count_reg >= (VD+VB)) && (v_count_reg <= (VD+VB+VR-1)));
   assign video_on = ((h_count_reg >= 0) && (h_count_reg < HD) && (v_count_reg >= 0) && (v_count_reg < VD));  
   assign hsync  = h_sync_reg;
   assign vsync  = v_sync_reg;
   assign x      = h_count_reg;
   assign y      = v_count_reg;
   assign p_tick = r_25MHz;
endmodule
[run.sh]
#!/bin/bash
# OpenROAD 26Q1-2900-gdf79404cd8, Yosys 0.63+post, stock flow scripts
make -C /OpenROAD-flow-scripts/flow DESIGN_CONFIG=/design/flow/config.mk WORK_HOME=/design/flow/orfs finish
==> flow_summary.json <==
{
  "outcome": "finished clean",
  "worst_slack_ns": 0.5948,
  "ys.flops": 85,
  "dr.pass1.iters": 5,
  "warning_count": 36,
  "htreeDepth": 3,
  "postCtsResizedCells": 0,
  "p_per_area_nw_per_um2": 233.5,
  "ir_worst_vdd_v": 0.0001300,
  "leakage_nw": 3.123,
  "grt_pass1_wl_um": 25560,
  "setup_tns_ns": 0,
  "clock_latency_ns": 0.34,
  "ff_type": "dfrtp_1",
  "wl_per_cell_um": 15.29,
  "gp_congestion": 0.8911,
  "synth_cells": 709,
  "routed_wl_um": 15280,
  "p_sw_share_pct": 22.74,
  "numCtsBuffers": 9,
  "root_buffer": "clkbuf_16",
  "cts_hold_buf": 0,
  "core_area_um2": 21090,
  "edf_count": 3,
  "postSynthSeqShare_pct": 32.47,
  "path_max_fanout": 8,
  "ios": 18,
  "detail_route.iter0.violations": 256,
  "crit_arrival_ns": 3.29,
  "clock_power_share_pct": 51.2,
  "rows": 53,
  "ant_nets": 0,
  "logic_area_um2": 4068,
  "vias_per_cell": 5.010,
  "finalSetupViolCount": 0,
  "min_path_type": "flop to asynchronous set/reset pin",
  "crit_chain": "inv_1, ha_1, nor3_1, buf_4, nand2_1, xor2_1, ha_1, nand4_1, nor2_1, a2111oi_0, o221a_2, o211ai_1, a21boi_0",
  "drv_cap": 0,
  "slew_headroom_pct": 49.05,
  "post-route-drc-count": 0,
  "drv_slew": 0,
  "ys_cells": 709,
  "seqPwrFrac_pct": 43.5,
  "worstSetupPathType": "flop to flop",
  "synth_warnings": 4,
  "finalCriticalPeriod_ns": 3.105,
  "antenna_found_initial": 0,
  "p_sw_w": 0.0003818,
  "ys_async_sr_fraction_pct": 85.88,
  "finalCritPeriodShare_pct": 83.92,
  "unclocked_regs": 20,
  "crit_path_max_incr_delay_ns": 0.48,
  "vias": 5005,
  "register_area_um2": 2101,
  "final_hold_viol_count": 0,
  "grt.total_usage_pct": 15.02,
  "untimed_endpoints": 40,
  "yosysTopAreaCellShare_pct": 28.28,
  "yosys_area_um2": 6459,
  "chipArea_um2": 22120,
  "avgSynthCellArea_um2": 9.110,
  "netlist_area_um2": 6459,
  "rsz0062_at_grt": "false",
  "grt_max_degree": 51,
  "worstMarginPinSlew_ns": 0.7584,
  "die_w_um": 148.7,
  "crit_required_ns": 3.88,
  "area_growth_pct": 11.29,
  "n_antenna_cell": 0,
  "numPortBuffers": 17,
  "cp-start-kind": "flop",
  "dpl_worst_slack_ns": 0.5993,
  "cts_tree": "built",
  "path_common_cell": "ha_1",
  "clkTransAtPathRegs_ns": 0.06,
  "synth_top_cell_by_area": "dfrtp_1",
  "grt-ovfl-total": 0,
  "slowest_stage": "dfrtp_1",
  "cts_buffer_depth": 2,
  "yosysUniqueCellTypes": 67,
  "fp_util_pct": 30.63,
  "cp-end-kind": "flop",
  "combPwrFrac_pct": 5.3,
  "nFillCells": 2134,
  "achievable-frequency_mhz": 322.0,
  "die_y_um": 148.7,
  "internal_power_w": 0.001297,
  "hpwl_um": 11760,
  "grt_pass1_vias": 4756,
  "drive_above_1_share_pct": 5.249,
  "clock_skew_ns": 0.009156,
  "post_cts_buffers": 0,
  "netlist_top_cells_area": "dfrtp_1 28%, ha_1 19%, xnor2_1 5.4%"
}
-- stage by stage --
step | hold WS (ns) | instances | power [W] | util, % | cell area, um^2
after floorplan | 0.3096 | 709 | 0.0008083 | - | 6459
after global placement | 0.1499 | 983 | 0.0008339 | 32.67 | 6889
after detailed placement | 0.1509 | 983 | 0.0008335 | 32.67 | 6889
after CTS | 0.1581 | 999 | 0.001714 | 34.09 | 7188
after global routing | 0.1771 | 999 | 0.001754 | 34.09 | 7188
final | 0.1380 | 999 | 0.001679 | 34.09 | 7188
-- final cells by class --
class	count	area share, %
Timing Repair Buffer	26	3.307
Sequential cell	85	29.23
Inverter	37	1.932
Clock buffer	12	3.429
Clock inverter	4	0.7311
Tap cell	275	4.787
Multi-Input combinational cell	560	56.59
-- worst paths after layout --
| check | start | to | slack [ns] | depth (start not counted) |
|---|---|---|---|---|
| max | pg.y_ball_reg[2]$_DFFE_PN0P_ | rgb_reg[10]$_SDFFCE_PN0P_ | 0.59 | 13 |
| min | dbR.r3$_DFF_P_ | pg.x_ball_reg[6]$_DFFE_PN0P_ | 0.14 | 0 |
| max reg2reg | pg.y_ball_reg[2]$_DFFE_PN0P_ | rgb_reg[10]$_SDFFCE_PN0P_ | 0.59 | 13 |
| min reg2reg | dbR.r3$_DFF_P_ | pg.x_ball_reg[6]$_DFFE_PN0P_ | 0.14 | 0 |
| max in group asynchronous | dbR.r3$_DFF_P_ | vga.v_count_reg[5]$_DFF_PN0_ | 2.60 | 1 |
| min in group clk0 | dbR.r2$_DFF_P_ | dbR.r3$_DFF_P_ | 0.32 | 0 |
-- power groups by stage --
stage	Sequential, W	Combinational (W)	Clock (W)
4_1_cts	0.000730	0.0000903	0.000893
5_1_grt	0.000731	0.000101	0.000921
6_report	0.000730	0.0000895	0.000859
-- layer usage --
layer  track usage [%]  share of wire, %  up-vias
li1                  -                 -     2585
met5                 0                 0        -
met3             2.160               4.2       15
met2             22.20                43       96
met4             2.577               1.8        0
met1             23.74                51     2309
-- cells in the mapped netlist (all sizes together) (10+ instances only) --
master and number:
ha 97, nor3 22, nor4 10, nor2b 15
inv 37, xnor2 40, a21oi 29, nand4 24
buf 20, nand3 19, nor2 51, dfrtp 73
a21o 14, xor2 25, nand2 62, o21ai 55
-- worst max-delay path, delay by kind of cell (launching register included) --
family                     cells  cell delay, ns
xor gates and xnor gates       1            0.22
adders and majority gates      2            0.57
and+or+nand+nor                4            0.47
DFF                            1            0.48
AOI/OAI and AO/OA              4            0.95
buffers and inverters          2            0.27
-- placed cells by master, fill, tap and decap left out, types with 14 or more instances in the layout --
| cell | n |
|---|---|
| a21o_1 | 14 |
| a21oi_1 | 28 |
| clkdlybuf4s50_1 | 17 |
| dfrtp_1 | 73 |
| ha_1 | 97 |
| inv_1 | 37 |
| nand2_1 | 62 |
| nand3_1 | 19 |
| nand4_1 | 24 |
| nor2_1 | 51 |
| nor2b_1 | 15 |
| nor3_1 | 21 |
| o21ai_0 | 53 |
| xnor2_1 | 40 |
| xor2_1 | 25 |
-- cells by family after synthesis --
kind of cell / synth area share, %
and+or+nand+nor: 18.35
AOI/OAI and AO/OA: 15.44
adders and majority gates: 19.72
DFF: 32.47
xor gates and xnor gates: 8.814
buffers and inverters: 4.552
muxes: 0.6586
Power and IR drop assume default switching activity.
