$ cat run.sh
#!/bin/bash
# OpenROAD 26Q1-2900-gdf79404cd8, Yosys 0.63+post, stock flow scripts
make -C /OpenROAD-flow-scripts/flow DESIGN_CONFIG=/design/flow/config.mk WORK_HOME=/design/flow/orfs finish
$ cat config.mk
export PLATFORM = sky130hd
export DESIGN_NAME = multiplexer
export DESIGN_NICKNAME = multiplexer
export VERILOG_FILES = /design/flow/design.v
export SDC_FILE = /design/flow/constraint.sdc
export NUM_CORES = 4
export LEC_CHECK = 1
export CORE_AREA = 10 10 88 88
export DIE_AREA = 0 0 98 98
$ cat constraint.sdc
current_design multiplexer

set clk_period 1.3
set clk_io_pct 0.2

create_clock -name clk0 -period $clk_period [get_ports {clock}]

set non_clock_inputs [all_inputs -no_clocks]
set_input_delay [expr $clk_period * $clk_io_pct] -clock clk0 $non_clock_inputs
set_output_delay [expr $clk_period * $clk_io_pct] -clock clk0 [all_outputs]
$ cat design.v
module multiplexer (
	input clock,
	input wire [3:0] reg_0, reg_1, reg_2, reg_3, reg_4, reg_5, 
	output reg [6:0] seven_seg_0, seven_seg_1, seven_seg_2, seven_seg_3, seven_seg_4, seven_seg_5
	);
	wire a, b, c, d, e, f, g;  
	reg [2:0] count;  
	always @ (posedge clock)
	begin
		if(count == 3'b101)
			count <= 1'd0;
		else
			count <= count + 1'd1;
	end
	reg [3:0] sseg;  
	always @ (*)
	begin
		case(count)  
			3'b000:  
			begin
				sseg = reg_0;
				seven_seg_0 = {g, f, e, d, c, b, a};
			end
			3'b001:  
			begin
				sseg = reg_1;
				seven_seg_1 = {g, f, e, d, c, b, a};
			end
			3'b010:  
			begin
				sseg = reg_2;
				seven_seg_2 = {g, f, e, d, c, b, a};
			end
			3'b011:  
			begin
				sseg = reg_3;
				seven_seg_3 = {g, f, e, d, c, b, a};
			end
			3'b100:  
			begin
				sseg = reg_4;
				seven_seg_4 = {g, f, e, d, c, b, a};
			end
			3'b101:  
			begin
				sseg = reg_5;
				seven_seg_5 = {g, f, e, d, c, b, a};
			end
			default: sseg = 10;
		endcase
	end
	reg [6:0] sseg_temp;  
	always @ (*)
	begin
		case(sseg)
			4'd0: sseg_temp = 7'b1000000;  
			4'd1: sseg_temp = 7'b1111001;  
			4'd2: sseg_temp = 7'b0100100;  
			4'd3: sseg_temp = 7'b0110000;  
			4'd4: sseg_temp = 7'b0011001;  
			4'd5: sseg_temp = 7'b0010010;  
			4'd6: sseg_temp = 7'b0000010;  
			4'd7: sseg_temp = 7'b1111000;  
			4'd8: sseg_temp = 7'b0000000;  
			4'd9: sseg_temp = 7'b0010000;  
			default: sseg_temp = 7'b1000000;  
		endcase
	end
	assign {g, f, e, d, c, b, a} = sseg_temp;
endmodule
==> notes.md <==
- Boundary Pins: 67
- global-route wire length before repair: 5860 um
- yosys synthesis warning count: 1
- actual transition at the worst max-transition pin: 0.686 ns
- share of the clock period used by the worst path: 88.1%
- critical-path maximum fanout: 10
- post-synthesis sequential element count: 45
- highest-count logic cell in the final layout: sky130_fd_sc_hd__clkdlybuf4s50_1
- CTS tree: built
- number of instances in the synthesized netlist: 107
- Critical Path Source Type: flop
- Post-CTS Setup Inserts: 0
- num rows: 28
- tally of buffers added on design ports: 66
- post-cts repair resize count: 0
- Root Driver: sky130_fd_sc_hd__clkbuf_8
- Core Density at Floorplan: 19.9%
- Data arrival, critical path: 1.25 ns
- number of logged tool warnings: 31
- Mapped Avg Cell Area: 11.0 um^2
- area of the mapped netlist: 0.00118 mm^2
- total power after layout: 449 uW
- post-synth cell types: 24
- drt initial violations: 27
- via-per-instance ratio: 3.92
- Yosys Instances: 107
- final global-route overflow total: 0
- end of the worst hold path: count[0]$_SDFF_PN0_
- Max Clock Freq: 0.874 GHz
- die outline width: 98 um
- reg-to-reg startpoint: count[0]$_SDFF_PN0_
- Required @ worst endpoint: 1.41 ns
- worst ir drop on vdd: 0.516 mV
- largest net degree at the start of global routing: 16
- CP peak stage delay: 0.38 ns
- Top Layout Cells: 66 x sky130_fd_sc_hd__clkdlybuf4s50_1, 35 x sky130_fd_sc_hd__dlxtn_1, 9 x sky130_fd_sc_hd__ha_1
- crit path cell chain: ha_1 -> nand2_1 -> and2_1
- setup skew after layout: 0.00203 ns
- power density normalized to cell area: 228 mW/mm^2
- fill cell instance count of the final layout: 618
- floorplan core area: 0.00592 mm^2
- Post-route DRC: 0
- cell with the largest stage delay on the worst path: sky130_fd_sc_hd__dfxtp_1
- chip area: 0.00960 mm^2
- H-tree lvl count: 1
- count of endpoints without a timing constraint: 84
- critical hold path startpoint: count[0]$_SDFF_PN0_
- detailed placement HPWL: 2970 um
- number of cells on the worst reg-to-reg path: 3
- final routed wirelength across all metal layers: 3530 um
- endpoints failing hold: 0
- sum of negative setup slack: 0 ns
- Num CTS Buffers: 3
- status: completed
- Final Max Tran Viols: 0
- Post-DRT Antenna Nets: 0
- register pins left without a clock: 42
- leakage power of the design: 0.834 nW
- max-cap violation count: 0
- routed length per placed instance: 14.1 um
- number of buffers on the longest clock path: 2
- nature of the critical path endpoint: flop
- relative max-transition margin: 53.8%
- WS Path Type: reg2reg
- clock latency on the worst-skew pair: 0.22 ns
- number of optimization iterations in the first detailed-route pass: 6
- via count of the first global-routing pass: 1,114
- overall via count from detail_route: 980
- RSZ-0062 raised after global routing: no
- Placer Congestion: 0.778
- antenna cells: 0
- type of the worst min-delay path: reg2reg
- setup slack, reg-to-reg: 0.16 ns
- destination of the worst register-to-register timing path: count[1]$_SDFF_PN0_
- area overhead of the layout relative to synthesis: 66.7%
- fraction of final layout cells sized beyond drive strength 1: 7.43%
- area figure in the yosys stat output: 0.00118 mm^2
- final count of negative-setup-slack endpoints: 0
- clk slew on worst S/H paths: 0.03 ns
- min Tclk post-route: 1.14 ns
- quantity of hold-fixing buffers added after cts: 0
- DIE HEIGHT: 98 um
- overall global routing resource usage: 7.33%
- number of antenna violations at the first check in global routing: 0
- cell depth of the worst min-delay path: 1
==> worst max-delay path, delay by kind of cell (launching register included) <==
family | cells | cell delay, ns
adder cells (fa/ha/maj) | 1 | 0.38
AND/OR/NAND/NOR | 2 | 0.28
flip-flops | 1 | 0.38
==> layer usage <==
metal / GRT usage, % / vias to the layer above / wire, um
met5: 0 / - / 0
met4: 0.224 / 0 / 0
met3: 3.13 / 0 / 358
met2: 11.4 / 48 / 1540
met1: 9.88 / 434 / 1630
li1: - / 498 / -
==> final cells by class <==
cell class,instances,area [um^2],area share (%)
inverter,7,26.3,1.33
timing repair buffer,68,676,34.3
clock buffer,4,45.0,2.29
sequential,45,691,35.1
tap,75,93.8,4.76
multi-input combinational,51,438,22.2
==> power by group <==
group,switching (mW),internal [mW]
Clock,0.0646,0.209
Combinational,0.0136,0.0682
Sequential,0,0.0927
==> Yosys cell counts <==
| master | n | area, um^2 |
|---|---|---|
| sky130_fd_sc_hd__dlxtn_1 | 35 | 526 |
| sky130_fd_sc_hd__ha_1 | 9 | 113 |
| sky130_fd_sc_hd__dlxtp_1 | 7 | 105 |
| sky130_fd_sc_hd__inv_1 | 7 | 26.3 |
| sky130_fd_sc_hd__nand2_1 | 7 | 26.3 |
| sky130_fd_sc_hd__mux2_2 | 6 | 67.6 |
| sky130_fd_sc_hd__a21boi_0 | 3 | 22.5 |
| sky130_fd_sc_hd__a21oi_1 | 3 | 15.0 |
| sky130_fd_sc_hd__a222oi_1 | 3 | 30.0 |
| sky130_fd_sc_hd__buf_2 | 3 | 15.0 |
| sky130_fd_sc_hd__dfxtp_1 | 3 | 60.1 |
| sky130_fd_sc_hd__mux2i_1 | 3 | 30.0 |
| sky130_fd_sc_hd__nor2_1 | 3 | 11.3 |
| sky130_fd_sc_hd__a22oi_1 | 2 | 15.0 |
| sky130_fd_sc_hd__a32o_1 | 2 | 20.0 |
| sky130_fd_sc_hd__and2_1 | 2 | 12.5 |
| sky130_fd_sc_hd__and3_1 | 2 | 12.5 |
| sky130_fd_sc_hd__a311oi_4 | 1 | 26.3 |
| sky130_fd_sc_hd__buf_6 | 1 | 11.3 |
| sky130_fd_sc_hd__nand2b_1 | 1 | 6.26 |
| sky130_fd_sc_hd__nor2b_1 | 1 | 6.26 |
| sky130_fd_sc_hd__o211a_1 | 1 | 10.0 |
| sky130_fd_sc_hd__or2_2 | 1 | 6.26 |
| sky130_fd_sc_hd__or4_1 | 1 | 7.51 |
==> how the worst max path moves through the flow <==
| stage | start | endpoint | slack, ns |
|---|---|---|---|
| global route | count[0]$_SDFF_PN0_ | count[1]$_SDFF_PN0_ | 0.03 |
| CTS | count[1]$_SDFF_PN0_ | count[1]$_SDFF_PN0_ | 0.15 |
| finish | count[0]$_SDFF_PN0_ | count[1]$_SDFF_PN0_ | 0.16 |
==> metrics by stage <==
stage | instance area [um^2] | hold slack (ns) | instances | setup slack [ns] | util [%]
global route | 1970 | 0.533 | 250 | 0.0322 | 33.3
global placement | 1920 | 0.461 | 246 | 0.206 | 32.5
floorplan | 1180 | 0.444 | 107 | 0.132 | -
CTS | 1970 | 0.481 | 250 | 0.147 | 33.3
detailed placement | 1920 | 0.470 | 246 | 0.159 | 32.5
finish | 1970 | 0.495 | 250 | 0.155 | 33.3
==> cell families (layout without fill, tap and decap cells) <==
group                      count (synthesis)  in the layout  share of synthesized area, %
AOI/OAI and AO/OA                         15             15                          11.8
adders and majority gates                  9              9                          9.53
buffers and inverters                     11             79                          4.45
DFF                                        3              3                          5.08
latches                                   42             42                          53.4
muxes                                      9              9                          8.26
and+or+nand+nor                           18             18                          7.52
==> flip-flops by register name, indices dropped and copies added, names as in the netlist <==
signal and flops:
seven_seg_3 7, seven_seg_1 7, seven_seg_2 7, seven_seg_0 7, seven_seg_5 7, count 3, seven_seg_4 7
Power and IR drop assume default switching activity.
