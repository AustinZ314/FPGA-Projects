==> flow/design.v <==
module clock_divider(
	input clock,
	input reset,
	input start_stop,
	output reg [3:0] reg_0, reg_1, reg_2, reg_3, reg_4, reg_5  
	);
	reg [19:0] ticker;  
	wire increment;
	always @ (posedge clock or negedge reset)
	begin
		if(!reset)
			ticker <= 0;
		else if(ticker == 500000)  
			ticker <= 0;
		else if(start_stop)  
			ticker <= ticker + 1'd1;
	end
	assign increment = ((ticker == 500000) ? 1'b1 : 1'b0);  
	always @ (posedge clock or negedge reset)
	begin
		if(!reset)
		begin
			reg_0 <= 0;
			reg_1 <= 0;
			reg_2 <= 0;
			reg_3 <= 0;
			reg_4 <= 0;
			reg_5 <= 0;
		end
		else if(increment)
		begin
			if(reg_0 == 9)  
			begin  
				reg_0 <= 0;
				if(reg_1 == 9)  
				begin  
					reg_1 <= 0;
					if(reg_2 == 9)  
					begin  
						reg_2 <= 0;
						if(reg_3 == 5)  
						begin  
							reg_3 <= 0;
							if(reg_4 == 9)  
							begin  
								reg_4 <= 0;
								if(reg_5 == 5)  
									reg_5 <= 0;
								else
									reg_5 <= reg_5 + 1'd1;
							end
							else  
								reg_4 <= reg_4 + 1'd1;
						end
						else  
							reg_3 <= reg_3 + 1'd1;
					end
					else  
						reg_2 <= reg_2 + 1'd1;
				end
				else  
					reg_1 <= reg_1 + 1'd1;
			end
			else  
				reg_0 <= reg_0 + 1'd1;
		end
	end
endmodule
==> flow/run.sh <==
#!/bin/bash
# OpenROAD 26Q1-2900-gdf79404cd8, Yosys 0.63+post, stock flow scripts
make -C /OpenROAD-flow-scripts/flow DESIGN_CONFIG=/design/flow/config.mk WORK_HOME=/design/flow/orfs finish
==> flow/config.mk <==
export PLATFORM = sky130hd
export DESIGN_NAME = clock_divider
export DESIGN_NICKNAME = clock_divider
export VERILOG_FILES = /design/flow/design.v
export SDC_FILE = /design/flow/constraint.sdc
export NUM_CORES = 4
export LEC_CHECK = 1
export CORE_UTILIZATION = 30
==> flow/constraint.sdc <==
current_design clock_divider

set clk_period 4.0
set clk_io_pct 0.2

create_clock -name clk0 -period $clk_period [get_ports {clock}]

set non_clock_inputs [all_inputs -no_clocks]
set_input_delay [expr $clk_period * $clk_io_pct] -clock clk0 $non_clock_inputs
set_output_delay [expr $clk_period * $clk_io_pct] -clock clk0 [all_outputs]
==> results_slide.txt <==
Implementation Results

Outcome
  – Outcome: complete, no violations

Global route
  – Met3 GRT Util: 1.91%
  – GR Util met1: between 10% and 20%
  – First-pass GRT wire length: between 6 and 7 mm
  – Met2 usage: 17.0%
  – Initial antenna violation count: 0
  – Vias in the first global route: 1449
  – Global route hottest layer: met1
  – Grt total ovfl: 0
  – Largest net degree at the start of global routing: approximately 45
  – GRT Total Usage: 11.5%

Synthesis
  – Leading area contributor after synthesis: dfrtp_1
  – Top-area cell share: between 40% and 50%
  – Main area contributors: dfrtp_1, xnor2_1, xor2_1
  – Synth cell types: 44
  – Yosys cell count: about 210
  – Asr flop ratio synth: about 100%
  – Synth Seq Share: a little under 50%
  – Main flop type: dfrtp_1
  – Post-Syn Instances: approximately 210
  – Post-synth EDFFs: 0
  – Syn Area/Cell: 10.6 um2
  – Synthesis area per yosys: 0.00222 mm2
  – Post-synth regs: approximately 44
  – Mapped Area: approximately 0.0022 mm2
  – Top cells by count, synth: dfrtp_1, nand3_1, nor2_1
  – Top-count cell post-synth: dfrtp_1
  – Syn. warnings: 1

Final timing
  – Final period utilization: approximately two thirds
  – RSZ-0062 raised after global routing: false
  – Period minus WS final: 2.60 ns
  – Max Clk Rate: 384 MHz
  – Final setup fails: 0
  – Fin Setup TNS: 0 ns
  – Clock Skew: about 0.015 ns
  – Fin. Hold Viols: 0
  – Final Max Tran Viols: 0
  – Max-slew headroom at the worst pin: between 50% and 60%
  – Least-Margin Pin Slew: ~0.6 ns

Clocking
  – CTS tree: built
  – Post-CTS sizing: 0
  – Clk Tree Root Cell: clkbuf_8
  – Clock H-tree levels: 2
  – Cts bufs inserted: 5
  – Worst-path clk slew: around 0.09 ns
  – Hold Buf Count CTS: 0
  – Setup bufs post-CTS: 0
  – CTS Buffer Depth: 2
  – Worst skew pair latency: approximately 0.30 ns
  – Num Clock Sinks: 44

Power
  – Power Total: between 0.0009 and 0.001 W
  – Leak: approximately 1.2 nW
  – Peak VDD IR: roughly 0.2 mV
  – Pwr/cell area: between 300 and 400 mW/mm2

Job
  – Tool warnings: 26
  – Total of max-cap violations: 0

Floorplan
  – CORE AREA: between 0.006 and 0.007 mm2
  – Number of I/O pins: 27
  – Die X: just under 90 um
  – Total die size: roughly 0.0077 mm2
  – Initial Util: a little under a third
  – Cell Rows: 30
  – Die height: a little under 90 um

Hold path
  – HP Class: flip-flop to flip-flop
  – HP Start: ticker[19]

Worst setup path
  – Crit path DAT: approximately 2.8 ns
  – CP required: 4.20 ns
  – R2R Path Start: ticker[14]
  – Setup crit start: ticker[14]
  – CP Capture Type: flip-flop
  – WS Path Type: flip-flop to flip-flop
  – Worst-path fanout max: 6
  – CP Launch Type: flip-flop

Detailed routing
  – Routed WL: 4.04 mm
  – Drt first pass iters: 4
  – Antenna cells: 0
  – Initial DRC Count: ~100
  – Vias: 1606
  – Via density: around 4.8
  – # DRC: 0
  – Antenna Nets Post-Route: 0
  – Wire length per cell: 12.1 um

Finish
  – Layout cells sized above 1: 9.21%
  – Area growth, synth to finish: 22.0%

Placement
  – GPL Wtd Cong: about 0.84
  – Post-DP HPWL: ~2.8 mm
  – IO Port Bufs: 26
==> placed cells by master, fill, tap and decap left out, types with 2 or more instances in the layout <==
cell,Yosys,routed
dfrtp_1,44,44
clkdlybuf4s50_1,0,25
nor2_1,15,15
nand3_1,15,15
xnor2_1,14,14
xor2_1,13,13
nand4_1,11,11
nand2_1,9,9
nand3b_1,8,8
inv_1,7,7
nor2b_1,6,6
clkbuf_8,0,6
and3_1,5,5
nand2b_1,5,5
nor3_1,4,4
o21ai_0,4,4
or4_4,3,3
nor4_1,3,3
mux2i_1,3,3
a22o_1,3,3
o21bai_1,3,3
and3b_1,2,2
o31ai_1,2,2
nor3b_1,2,2
mux2_2,2,2
ha_1,2,2
buf_4,0,2
==> cells by family after synthesis <==
kind of cell	Yosys count	share of synthesized area, %
flip-flops	44	49.7
adder cells (fa/ha/maj)	2	1.13
AND-OR/OR-AND	20	6.77
XOR/XNOR	28	11.4
buffers and inverters	13	2.31
multiplexers	5	2.37
AND/OR/NAND/NOR	97	26.4
==> area by class of cell <==
class                   instances  area [um2]
clock buffers                   6        82.6
clock inverters                 2        38.8
fillers                       694        4280
inverters                       7        26.3
multi-input cells             152        1060
flip-flops and latches         44        1100
well taps                      96         120
repair buffers                 28         270
==> where the power goes <==
part	total, W	switching (W)	internal, W
sequential	0.000525	0.0000465	0.000478
clock	0.000360	0.000155	0.000204
combinational	0.000103	0.0000512	0.0000518
total	0.000988	0.000253	0.000734
==> metrics by stage <==
| stage | cell area [um2] | cells | hold WS [ns] | util, % | setup WS [ns] |
|---|---|---|---|---|---|
| after detailed placement | 2580 | 327 | 0.468 | 37.0 | 1.28 |
| after global routing | 2700 | 335 | 0.515 | 38.7 | 1.33 |
| final | 2700 | 335 | 0.484 | 38.7 | 1.40 |
| after global placement | 2580 | 327 | 0.471 | 37.0 | 1.33 |
| after floorplan | 2220 | 209 | 0.438 | - | 1.49 |
| after CTS | 2700 | 335 | 0.488 | 38.7 | 1.39 |
==> registers in the layout, indices dropped and copies added, names as in the netlist <==
name	cells
reg_2	4
reg_3	4
reg_1	4
reg_4	4
reg_5	4
reg_0	4
ticker	20
==> worst max-delay path, stage by stage (launching register included) <==
cell and delay [ns]:
dfrtp_1 0.42, or4_4 0.55, or4_4 0.56, or4_1 0.62
a21o_1 0.20, a22o_1 0.17
==> worst paths after layout <==
| kind | to | slack (ns) | cells past startpoint |
|---|---|---|---|
| min in group asynchronous | ticker[19] | 0.57 | 2 |
| setup reg to reg | reg_2[3] | 1.40 | 5 |
| setup / recovery | reg_2[3] | 1.40 | 5 |
| hold / removal | ticker[19] | 0.48 | 1 |
| hold reg to reg | ticker[19] | 0.48 | 1 |
| max in group asynchronous | reg_0[2] | 3.05 | 2 |
==> layer usage <==
metal / routed length [um] / part of all wire, % / up-vias
met1: 2030 / 50 / 768
met3: 158 / 3.9 / 5
met2: 1810 / 45 / 31
li1: - / - / 802
met4: 44 / 1.1 / 0
met5: 0 / 0 / -
Power and IR drop assume default switching activity.
